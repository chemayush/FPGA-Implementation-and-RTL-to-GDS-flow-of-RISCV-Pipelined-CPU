==> flow/design.v <==
`timescale 1ns / 1ps
module clock_divider(
    input clk_in,
    output reg clk_out   
);
reg [3:0] count;     
initial begin
    clk_out = 1;
    count = 0; 
end
    always @(posedge clk_in) begin
        if (count == 4'd9) begin     
            count <= 4'd0;           
            clk_out <= ~clk_out;     
        end else begin
            count <= count + 1;      
        end
    end
endmodule
==> flow/run.sh <==
#!/bin/bash
# OpenROAD 26Q1-2900-gdf79404cd8, Yosys 0.63+post, stock flow scripts
make -C /OpenROAD-flow-scripts/flow DESIGN_CONFIG=/design/flow/config.mk WORK_HOME=/design/flow/orfs finish
==> flow/config.mk <==
export PLATFORM = sky130hd
export DESIGN_NAME = clock_divider
export DESIGN_NICKNAME = clock_divider
export VERILOG_FILES = /design/flow/design.v
export SDC_FILE = /design/flow/constraint.sdc
export NUM_CORES = 4
export LEC_CHECK = 1
export CORE_AREA = 10 10 70 70
export DIE_AREA = 0 0 80 80
==> flow/constraint.sdc <==
current_design clock_divider

set clk_period 1.5
set clk_io_pct 0.2

create_clock -name clk0 -period $clk_period [get_ports {clk_in}]

set non_clock_inputs [all_inputs -no_clocks]
set_input_delay [expr $clk_period * $clk_io_pct] -clock clk0 $non_clock_inputs
set_output_delay [expr $clk_period * $clk_io_pct] -clock clk0 [all_outputs]
==> flow_results.xml <==
<?xml version="1.0" encoding="UTF-8"?>
<metrics>
  <group name="routing">
    <metric name="m1WireLength" unit="µm">160</metric>
    <metric name="antenna_cells_inserted" unit="">0</metric>
    <metric name="drtIter0Drc" unit="">3</metric>
    <metric name="routed-wl-met3" unit="µm">12</metric>
    <metric name="routed-wl-met2" unit="µm">137</metric>
    <metric name="drt_first_pass_iters" unit="">2</metric>
    <metric name="vias" unit="">152</metric>
    <metric name="average_wire_length_per_cell_after_detail_routing" unit="µm">4.69</metric>
    <metric name="via_per_inst" unit="">2.17</metric>
    <metric name="number_of_nets_with_antenna_violations_after_routing" unit="">0</metric>
    <metric name="dr_drc_count" unit="">0</metric>
    <metric name="finalWirelength" unit="µm">328</metric>
    <metric name="topRoutingLayerUsed" unit="">met4</metric>
  </group>
  <group name="critical_path">
    <metric name="crit_cells" unit="">1</metric>
    <metric name="worst_path_max_delay_cell" unit="">sky130_fd_sc_hd__clkdlybuf4s50_1</metric>
    <metric name="crit_path_end_kind" unit="">primary output</metric>
    <metric name="worst-path-buf-inv" unit="">1</metric>
    <metric name="worst-path-max-fanout" unit="">2</metric>
    <metric name="worst-setup-path-type" unit="">flop to primary output</metric>
    <metric name="crit_required" unit="ps">1200</metric>
    <metric name="path_delay_family" unit="">buffers and inverters</metric>
    <metric name="crit_path_max_incr_delay" unit="ps">470</metric>
    <metric name="cp.arrival" unit="ps">1050</metric>
    <metric name="worst_setup_path_start_kind" unit="">flop</metric>
    <metric name="reg2reg_depth" unit="">2</metric>
    <metric name="cp_cell_sequence" unit="">clkdlybuf4s50_1</metric>
  </group>
  <group name="pwr">
    <metric name="net-switching-power" unit="W">0.0000534</metric>
    <metric name="internal_power" unit="W">0.000238</metric>
    <metric name="power.sequential.fraction" unit="">0.471</metric>
    <metric name="clock_power_share" unit="">0.529</metric>
    <metric name="power_switching_share" unit="">0.183</metric>
    <metric name="gate_power_share" unit="">0</metric>
    <metric name="total_leakage_power" unit="nW">0.112</metric>
    <metric name="worst_ir_drop_vdd" unit="µV">82.0</metric>
    <metric name="cellPowerDensity" unit="mW/mm²">926</metric>
  </group>
  <group name="synthesis">
    <metric name="synth_cell_types" unit="">13</metric>
    <metric name="post-synth-top-area-fraction" unit="">0.364</metric>
    <metric name="top_area_cell" unit="">sky130_fd_sc_hd__dfxtp_1</metric>
    <metric name="ys_chip_area" unit="µm²">220</metric>
    <metric name="synthesis.area_per_instance" unit="µm²">11.6</metric>
    <metric name="netlist_instances" unit="">19</metric>
    <metric name="ys_seq_frac" unit="">0.500</metric>
    <metric name="netlist_area" unit="µm²">220</metric>
    <metric name="synth-cells-yosys" unit="">19</metric>
    <metric name="synth.ff_latch_count" unit="">5</metric>
    <metric name="synth.area.top_cells" unit="">sky130_fd_sc_hd__dfxtp_1, sky130_fd_sc_hd__edfxtp_1, sky130_fd_sc_hd__ha_1, sky130_fd_sc_hd__o211ai_2, sky130_fd_sc_hd__a21bo_2</metric>
    <metric name="synth-warning-count" unit="">1</metric>
  </group>
  <group name="die">
    <metric name="die.size.y" unit="µm">80</metric>
    <metric name="core" unit="mm²">0.00342</metric>
    <metric name="row_count" unit="">21</metric>
    <metric name="fp.dieArea" unit="mm²">0.00640</metric>
    <metric name="die-width" unit="µm">80</metric>
    <metric name="initial_core_util" unit="">0.0645</metric>
    <metric name="io-pin-count" unit="">2</metric>
  </group>
  <group name="placed_design">
    <metric name="dpl-instance-area" unit="µm²">288</metric>
    <metric name="globalplace.congestion" unit="">0.759</metric>
    <metric name="portBuffers" unit="">1</metric>
    <metric name="place_ws" unit="ps">388</metric>
  </group>
  <group name="sta">
    <metric name="worst-slew-pin-transition" unit="ps">176</metric>
    <metric name="final_critical_path_setup_slack" unit="ps">154</metric>
    <metric name="hold_slack" unit="ps">482</metric>
    <metric name="post-route-period-util" unit="">0.897</metric>
    <metric name="finalMaxSlewViolations" unit="">0</metric>
    <metric name="maximum_clock_rate" unit="GHz">0.743</metric>
    <metric name="hold_viol" unit="">0</metric>
    <metric name="clock_skew" unit="ps">2.55</metric>
    <metric name="setup_viol" unit="">0</metric>
    <metric name="post-route-min-period" unit="ps">1350</metric>
    <metric name="finalSetupTns" unit="ps">0</metric>
    <metric name="rsz0062_at_grt" unit="">false</metric>
    <metric name="slew_headroom" unit="">0.883</metric>
  </group>
  <group name="global_routing">
    <metric name="first_global_vias" unit="">149</metric>
    <metric name="grt_antenna_before_repair" unit="">0</metric>
    <metric name="grt_total_ovfl" unit="">0</metric>
    <metric name="grt_pass1_wl" unit="µm">593</metric>
    <metric name="grt_use_total" unit="">0.0109</metric>
    <metric name="grt_start_max_net_pins" unit="">6</metric>
  </group>
  <group name="clock_network">
    <metric name="path_clk_slew" unit="ps">40</metric>
    <metric name="cts_tree" unit="">built</metric>
    <metric name="clk_latency" unit="ps">240</metric>
    <metric name="root_buffer" unit="">sky130_fd_sc_hd__clkbuf_4</metric>
    <metric name="clock_path_buffers" unit="">2</metric>
    <metric name="tritoncts.num_buffers" unit="">3</metric>
    <metric name="cts.repair.resized" unit="">0</metric>
    <metric name="hold_buffers" unit="">0</metric>
    <metric name="cts-htree-levels" unit="">1</metric>
    <metric name="tritoncts_num_sinks" unit="">5</metric>
    <metric name="post_cts.repair.setup_buffers" unit="">0</metric>
  </group>
  <group name="finish">
    <metric name="syn2layout_area_growth" unit="%">42.6</metric>
    <metric name="num-fill-cells" unit="">408</metric>
    <metric name="final_design_area_no_fill" unit="µm²">314</metric>
    <metric name="finalCoreUtilization" unit="">0.0919</metric>
    <metric name="post_route_cells_drive_above_1_share" unit="">0.250</metric>
  </group>
  <group name="outcome">
    <metric name="status" unit="">completed</metric>
  </group>
  <group name="hold_path">
    <metric name="holdCritPathClass" unit="">flop to flop</metric>
    <metric name="whs_path_depth" unit="">1</metric>
  </group>
  <group name="flow_run">
    <metric name="log.warning_count" unit="">26</metric>
    <metric name="maxCapViolCount" unit="">0</metric>
  </group>
</metrics>
==> worst paths after layout <==
kind | start | end | slack, ps
max | clk_out | clk_out | 150
min | count[0] | count[0] | 480
max reg2reg | count[0] | clk_out | 380
min reg2reg | count[0] | count[0] | 480
==> power groups by stage <==
stage / Clock, W / Combinational (W) / Sequential [W]
after CTS: 0.000163 / 0.0000000000529 / 0.000137
after global routing: 0.000171 / 0.0000000000529 / 0.000137
final: 0.000154 / 0.0000000000529 / 0.000137
==> per-stage QoR <==
stage	power, W	std cells
after floorplan	0.000139	19
after global placement	0.000139	66
after detailed placement	0.000139	66
after CTS	0.000300	70
after global routing	0.000307	70
final	0.000291	70
==> metal layers <==
| layer | global-route usage | vias to the layer above |
|---|---|---|
| li1 | - | 75 |
| met1 | 0.0140 | 71 |
| met2 | 0.0136 | 4 |
| met3 | 0.00455 | 2 |
| met4 | 0.00880 | 0 |
| met5 | 0 | - |
==> cell families after synthesis <==
family / share of synthesized area
buffers and inverters: 0.0341
adder cells (fa/ha/maj): 0.114
AND/OR/NAND/NOR: 0.205
multiplexers: 0.0455
AND-OR/OR-AND: 0.102
flip-flops: 0.500
==> flip-flops by register name, summed over array words and instances, names as in the netlist <==
register  count
count         4
clk_out       1
==> cell usage in the layout (no fill, tap or decap), types with 2 or more instances in the layout <==
cell type / n
sky130_fd_sc_hd__ha_1: 2
sky130_fd_sc_hd__dfxtp_1: 4
sky130_fd_sc_hd__nor2_1: 2
sky130_fd_sc_hd__clkbuf_4: 3
sky130_fd_sc_hd__inv_1: 2
==> cell usage after synthesis <==
cell type	instances
sky130_fd_sc_hd__nand4b_1	1
sky130_fd_sc_hd__nor2_1	2
sky130_fd_sc_hd__or3b_1	1
sky130_fd_sc_hd__and2_1	1
sky130_fd_sc_hd__a21bo_2	1
sky130_fd_sc_hd__and3b_2	1
sky130_fd_sc_hd__ha_1	2
sky130_fd_sc_hd__o211ai_2	1
sky130_fd_sc_hd__edfxtp_1	1
sky130_fd_sc_hd__nand2_1	1
sky130_fd_sc_hd__dfxtp_1	4
sky130_fd_sc_hd__mux2i_1	1
sky130_fd_sc_hd__inv_1	2
==> final cells by class <==
type / count / area [µm²] / area share
sequential: 5 / 110 / 0.351
multi-input combinational: 12 / 103 / 0.327
tap: 46 / 57.6 / 0.183
clock buffer: 4 / 26.3 / 0.0837
timing repair buffer: 1 / 10.0 / 0.0319
inverter: 2 / 7.51 / 0.0239
Power figures rest on the tool's default switching activity, not on a simulated workload.
